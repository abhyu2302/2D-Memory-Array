===== design.v =====
`timescale 1ns / 1ps
module controller #(
  parameter R = 4,    
  parameter C = 4,    
  parameter N = 4     
)(
  input wire clk,     
  input wire rst,     
  input wire cs,      
  input wire req,     
  input wire rw,      
  input wire [$clog2(R*C)-1:0] addr,  
  input wire valid,   
  output reg ready,   
  output wire [$clog2(R)-1:0] ar,  
  output wire [$clog2(C)-1:0] ac   
);
  assign ar = addr[$clog2(R*C)-1 -: $clog2(R)];  
  assign ac = addr[$clog2(C)-1:0];               
  always @(posedge clk or posedge rst) begin
    if (rst) begin
      ready <= 1'b0;
    end 
    else begin
      if (cs) begin
        if (req && !rw) begin
          ready <= 1'b1;
        end 
        else if (valid) begin
          ready <= 1'b1;
        end 
        else begin
          ready <= 1'b0;
        end
      end 
      else begin
        ready <= 1'b0;
      end
    end
  end
endmodule
`timescale 1ns / 1ps
module datapath #(
  parameter R = 4,    
  parameter C = 4,    
  parameter N = 4     
)(
  input wire clk,     
  input wire rst,     
  input wire req,     
  input wire rw,      
  input wire cs,      
  input wire [N-1:0] Qi,    
  input wire [$clog2(R)-1:0] ar,  
  input wire [$clog2(C)-1:0] ac,  
  output reg [N-1:0] Qa,    
  output reg valid          
);
  reg [N-1:0] mem [0:R-1][0:C-1];  
  always @(posedge clk or posedge rst) begin
    if (rst) begin
      Qa <= {N{1'b0}};
      valid <= 1'b0;  
    end 
    else if (cs) begin  
      if (req && !rw) begin
        mem[ar][ac] <= Qi;
        valid <= 1'b0;  
      end 
      else if (req && rw) begin
        Qa <= mem[ar][ac];
        valid <= 1'b1;  
      end 
      else begin
        valid <= 1'b0;
      end
    end 
    else begin
      valid <= 1'b0;
    end
  end
endmodule
`timescale 1ns / 1ps
module top_module #(
  parameter R = 4,   
  parameter C = 4,   
  parameter N = 4    
)(
  input wire clk,     
  input wire rst,     
  input wire cs,      
  input wire req,     
  input wire rw,      
  input wire [$clog2(R*C)-1:0] addr,   
  input wire [N-1:0] Qi,               
  output wire [N-1:0] Qa,              
  output wire valid,                   
  output wire ready                    
);
  wire [$clog2(R)-1:0] ar;  
  wire [$clog2(C)-1:0] ac;  
  wire valid_internal;  
  controller #(
    .R(R), .C(C), .N(N)
  ) c1 (
    .clk(clk),
    .rst(rst),
    .cs(cs),
    .req(req),
    .rw(rw),
    .addr(addr),
    .valid(valid_internal),
    .ready(ready),
    .ar(ar),
    .ac(ac)
  );
  datapath #(
    .R(R), .C(C), .N(N)
  ) d1 (
    .clk(clk),
    .rst(rst),
    .req(req),
    .rw(rw),
    .cs(cs),
    .Qi(Qi),
    .ar(ar),
    .ac(ac),
    .Qa(Qa),
    .valid(valid_internal)
  );
  assign valid = valid_internal;
endmodule

===== run.sh =====
#!/bin/bash
# OpenROAD 26Q1-2900-gdf79404cd8, Yosys 0.63+post, stock flow scripts
make -C /OpenROAD-flow-scripts/flow DESIGN_CONFIG=/design/flow/config.mk WORK_HOME=/design/flow/orfs finish

===== config.mk =====
export PLATFORM = sky130hd
export DESIGN_NAME = top_module
export DESIGN_NICKNAME = top_module
export VERILOG_FILES = /design/flow/design.v
export SDC_FILE = /design/flow/constraint.sdc
export NUM_CORES = 4
export LEC_CHECK = 1
export CORE_UTILIZATION = 50

===== constraint.sdc =====
current_design top_module

set clk_period 1.9
set clk_io_pct 0.2

create_clock -name clk0 -period $clk_period [get_ports {clk}]

set non_clock_inputs [all_inputs -no_clocks]
set_input_delay [expr $clk_period * $clk_io_pct] -clock clk0 $non_clock_inputs
set_output_delay [expr $clk_period * $clk_io_pct] -clock clk0 [all_outputs]

==> run summary <==
The flow run is done. The run finished with clean final reports. Post-layout instance count excluding filler cells landed at 347. TritonCTS built the clock tree. Number of warnings in the stage logs landed at 25. Recorded from the global router log, the overflow total was 0. In this run, the synthesized area fraction spent on AND-OR/OR-AND gates is recorded as 0.136. The power report puts the leakage power at 1.32 nW.

The area growth from synthesis to layout is 26.9%. Broken down by cell family, the worst path's largest delay share belongs to buffers and inverters. Worst-case reg-to-reg path depth landed at 4. Total power after layout landed at 3.11 mW. Top-area cell type share of the netlist area landed at 0.656. The final antenna diode tally reported by the flow is 0. The longest incremental delay of any stage on the critical path is reported as 490 ps. Derived from the worst setup path, the maximum achievable clock frequency is 550 MHz.

Fraction of the mapped netlist area in simple logic gates landed at 0.119. Via density per instance landed at 5.86. Total clock sinks landed at 70. Total negative setup slack landed at 0 ps. For this sky-water flow run, the detailed-routed wirelength per cell is reported as 19.0 um. Final core area utilization landed at 0.667. Clock tree buffer depth landed at 2. The commonest register cell is sky130_fd_sc_hd__edfxtp_1. Setup repair after global routing left no endpoint under its margin. The number of antenna violations at the first check in global routing was 0.

Across all hold checks on the routed design, the worst slack comes to 360 ps. Initial core utilization landed at 0.526. In this run the count of I/O pins placed on the die edge is 19. Final period utilization landed at 0.956. In the final report, the number of pins over their slew limit comes to 0.

After filler insertion, the fill cell instance count of the layout stands at 402. Note, the detailed placer reported a final HPWL of 4.75 mm. Measured along the y axis, the die boundary spans 78.6 um. The synthesis stat section lists a flop and latch total of 70. Row generation in the floorplan step produced 27 rows.

Final weighted congestion of routability-driven global placement landed at 0.934. Iteration tally of the first detailed-router pass landed at 4. Tracing the worst setup path back leads to its startpoint at addr[2]. The main area contributors are sky130_fd_sc_hd__edfxtp_1 (66%), sky130_fd_sc_hd__dfrtp_1 (5.1%), sky130_fd_sc_hd__nor2_1 (2.3%). The transition time recorded at the tightest slew-check pin is 590 ps. Data required time of the worst path landed at 2150 ps.

In the synthesized netlist, the cells that appear most often are sky130_fd_sc_hd__edfxtp_1 (64), sky130_fd_sc_hd__nor2_1 (18), sky130_fd_sc_hd__nand2_1 (12). The data arrival time reported for the critical path is 2060 ps. Final critical-path required period landed at 1820 ps. The type recorded for the worst min-delay path is input port to async pin.

Each instance of the synthesized netlist takes up on average 14.4 um2. The analysis reports a worst IR drop on VDD of 0.000438 V. The mapped netlist covers 2930 um2. STA classifies the critical path startpoint as an input port.

Post-detailed-routing wire length landed at 6.59 mm. Setup slack on the worst flop-to-flop path landed at 500 ps. Per the CTS log, the maximum H-tree level is 3. The routed layout has 2032 vias. The worst setup path is captured at a flip-flop. After technology mapping, the gate count stands at 203. Per the detail_route report, DRC violations left total 0. The worst register-to-register path begins at d1.mem[13][2]. The cell-mix breakdown from Yosys lists the adder-cell area share as 0.

Combined flip-flop and latch cell area landed at 2070 um2. Horizontal die dimension landed at 78.6 um. Buffers added to address setup during post-CTS repair amount to 0.

Final-report hold violation count landed at 0. Proportion of layout cells with a drive suffix above 1 landed at 0.265. Number of global-route vias before repair landed at 2072.

The Yosys step of the flow raised 3 warnings. The most common cell in the synthesized netlist is sky130_fd_sc_hd__edfxtp_1. Synthesis instantiated 41 different standard cells from the library. Buffers plus inverters on the worst setup path landed at 2.

For this block, the initial DRC count from the detailed router was 142. In this run, synthesis inferred 64 flip-flops with an integrated enable. After synthesis, the share of flip-flops with an asynchronous set or reset is 0.0857.

The area taken by multi-input combinational cells is reported as 808 um2. Count of input and output buffers landed at 18. Maximum number of pins on one net before global-route repair landed at 17. Wire length of the first global-routing pass landed at 10.5 mm. Final clock skew landed at 4.97 ps. Remaining max-slew budget at the tightest pin landed at 0.606. For reference, the clock transition at the flip-flops on the worst setup and hold paths is 70 ps. Summed over all instances, the cell type with the most area after synthesis is sky130_fd_sc_hd__edfxtp_1. Per the synthesis report, the XOR/XNOR share of the synthesized area is 0. Power per standard cell area landed at 837 nW/um2. Multiplexer area fraction after synthesis landed at 0.0102. Area of the die landed at 6170 um2. The synthesis run identifies the leading combinational cell family as AND-OR/OR-AND gates. Summed standard-cell area reported by yosys landed at 2930 um2. Looking at the reg2reg group, the worst path ends at d1.Qa[2]. Number of cells in the yosys synthesis report landed at 203. The later pin in the worst-skew pair is clocked with a latency of 320 ps.

Number of nets still failing antenna checks after routing landed at 0. Number of max-cap violations landed at 0. Of the synthesized area, sequential elements account for 0.707.

In this run, CTS created clock tree buffers numbering 9. Core area landed at 5570 um2. The critical path goes through clkdlybuf4s50_1 -> buf_4 -> or4_4 -> nand2_2 -> a221o_1 -> a211oi_2 -> a21oi_1. Looking at the setup timing report, the critical path kind is input port to flip-flop.

Overall routing resource usage landed at 0.252. Largest fanout of any net on the critical path landed at 9. Including well taps, the total number of placed cells is 331.

Total setup violations reported at the end of the flow landed at 0. The root buffer cell chosen for the clock tree is sky130_fd_sc_hd__clkbuf_8. On the critical path, the stage with the largest delay is an instance of sky130_fd_sc_hd__clkdlybuf4s50_1.
[flip-flops by register name, summed over array words and instances, names as in the netlist]
name and cells:
c1.ready 1, d1.valid 1, d1.Qa 4, d1.mem 64
[metal layers]
metal  track usage  part of all wire  vias up
li1              -                 -      933
met1         0.391              0.39      979
met2         0.380              0.48      114
met3         0.102              0.12        6
met4        0.0370            0.0093        0
met5             0                 0        -
[power breakdown]
group	switching, mW	internal, mW
sequential	0.0113	1.70
clock	0.499	0.591
combinational	0.146	0.158
[cells in the final DEF (no fill, tap or decap), types with 2 or more instances in the layout]
cell type	netlist	layout
sky130_fd_sc_hd__clkbuf_8	0	9
sky130_fd_sc_hd__dfrtp_1	6	6
sky130_fd_sc_hd__nand3_1	3	3
sky130_fd_sc_hd__clkinv_1	0	2
sky130_fd_sc_hd__and2_1	2	2
sky130_fd_sc_hd__a21oi_1	5	5
sky130_fd_sc_hd__buf_4	3	48
sky130_fd_sc_hd__clkdlybuf4s50_1	0	17
sky130_fd_sc_hd__nand3b_1	2	2
sky130_fd_sc_hd__nand2_1	12	12
sky130_fd_sc_hd__nand2b_1	3	3
sky130_fd_sc_hd__clkinv_2	0	3
sky130_fd_sc_hd__nor2_1	18	18
sky130_fd_sc_hd__inv_1	2	2
sky130_fd_sc_hd__o22ai_1	9	9
sky130_fd_sc_hd__a2bb2oi_1	3	3
sky130_fd_sc_hd__and3_1	4	3
sky130_fd_sc_hd__edfxtp_1	64	64
sky130_fd_sc_hd__nor3_1	4	4
sky130_fd_sc_hd__nor2b_1	9	9
sky130_fd_sc_hd__o21ai_0	4	4
sky130_fd_sc_hd__a22oi_1	6	6
sky130_fd_sc_hd__a221o_1	2	2
sky130_fd_sc_hd__mux2i_1	3	3
sky130_fd_sc_hd__a32oi_1	3	3
sky130_fd_sc_hd__a211oi_2	0	2
sky130_fd_sc_hd__a22o_1	4	4
sky130_fd_sc_hd__o21a_1	2	2
sky130_fd_sc_hd__a32o_1	5	5
[worst max path at each step]
stage                      end  slack, ps  depth (start not counted)
after CTS             d1.Qa[2]         40                          6
after global routing  d1.Qa[2]          7                          8
final                 d1.Qa[2]         80                          7
[per-stage QoR]
| stage | cell area [um2] | setup slack, ps |
|---|---|---|
| final | 3720 | 83.2 |
| after global routing | 3720 | 6.58 |
| after CTS | 3690 | 41.1 |
| after detailed placement | 3510 | -403 |
| after global placement | 3510 | -383 |
| after floorplan | 2930 | 271 |
[tightest hold or removal path, delay by kind of cell]
family / cells / cell delay (ps)
buffers and inverters: 3 / 640
[timing repair]
| action | 4_1_cts | 5_1_grt |
|---|---|---|
| gates resized | 2 | 6 |
| hold buffers | 0 | 0 |
| endpoints found under the setup margin | 2 | 31 |
[cell families (layout without fill, tap and decap cells)]
group                  after synthesis  after routing
flip-flops                          70             70
AND/OR/NAND/NOR                     65             65
AND-OR/OR-AND                       52             52
buffers and inverters               13             85
multiplexers                         3              3
[layout make-up]
type | count | share of cell area
multi-input combinational | 120 | 0.217
inverter | 2 | 0.00202
sequential | 70 | 0.557
timing repair buffer | 67 | 0.150
tap | 72 | 0.0242
clock inverter | 6 | 0.0141
clock buffer | 10 | 0.0343
Power figures rest on the tool's default switching activity, not on a simulated workload.
